`design/flow/run.sh`:
```
#!/bin/bash
# OpenROAD 26Q1-2900-gdf79404cd8, Yosys 0.63+post, stock flow scripts
make -C /OpenROAD-flow-scripts/flow DESIGN_CONFIG=/design/flow/config.mk WORK_HOME=/design/flow/orfs finish
```
`design/flow/config.mk`:
```
export PLATFORM = sky130hd
export DESIGN_NAME = syst_array
export DESIGN_NICKNAME = syst_array
export VERILOG_FILES = /design/flow/design.v
export SDC_FILE = /design/flow/constraint.sdc
export NUM_CORES = 4
export LEC_CHECK = 1
export CORE_AREA = 10 10 108 108
export DIE_AREA = 0 0 118 118
```
`design/flow/constraint.sdc`:
```
current_design syst_array

set clk_period 1.4
set clk_io_pct 0.2

create_clock -name clk0 -period $clk_period [get_ports {clk}]

set non_clock_inputs [all_inputs -no_clocks]
set_input_delay [expr $clk_period * $clk_io_pct] -clock clk0 $non_clock_inputs
set_output_delay [expr $clk_period * $clk_io_pct] -clock clk0 [all_outputs]
```
`design/flow/design.v`:
```
module PE(inp_n, inp_w, clk, rst, out_s, out_e, result);
	input [31:0] inp_n, inp_w;
	output reg [31:0] out_s, out_e;
	input clk, rst;
	output reg [63:0] result;
	wire [63:0] prod;
	assign prod = inp_n*inp_w;
	always @(posedge rst or posedge clk) begin
		if(rst) begin
			result <= 0;
			out_e <= 0;
			out_s <= 0;
		end
		else begin
			result <= result + prod;
			out_e <= inp_w;
			out_s <= inp_n;
		end
	end
endmodule
`timescale 1ns / 1ps
module syst_array(inp_w0,inp_w4,inp_w8,inp_w12,inp_n0,inp_n1,inp_n2,inp_n3,clk,rst,done);
	input [31:0] inp_w0, inp_w4, inp_w8, inp_w12,inp_n0, inp_n1, inp_n2, inp_n3;
	output reg done;
	input clk, rst;
	reg [3:0] count;
	wire [31:0] inp_n0, inp_n1, inp_n2, inp_n3;
	wire [31:0] inp_w0, inp_w4, inp_w8, inp_w12;
	wire [31:0] out_s0, out_s1, out_s2, out_s3, out_s4, out_s5, out_s6, out_s7, out_s8, out_s9, out_s10, out_s11, out_s12, out_s13, out_s14, out_s15;
	wire [31:0] out_e0, out_e1, out_e2, out_e3, out_e4, out_e5, out_e6, out_e7, out_e8, out_e9, out_e10, out_e11, out_e12, out_e13, out_e14, out_e15;
	wire [63:0] result0, result1, result2, result3, result4, result5, result6, result7, result8, result9, result10, result11, result12, result13, result14, result15;
	PE P0 (inp_n0, inp_w0, clk, rst, out_s0, out_e0, result0);
	PE P1 (inp_n1, out_e0, clk, rst, out_s1, out_e1, result1);
	PE P2 (inp_n2, out_e1, clk, rst, out_s2, out_e2, result2);
	PE P3 (inp_n3, out_e2, clk, rst,out_s3, out_e3, result3);
	PE P4 (out_s0, inp_w4, clk, rst, out_s4, out_e4, result4);
	PE P8 (out_s4, inp_w8, clk, rst, out_s8, out_e8, result8);
	PE P12 (out_s8, inp_w12, clk, rst, out_s12, out_e12, result12);
	PE P5 (out_s1, out_e4, clk, rst, out_s5, out_e5, result5);
	PE P6 (out_s2, out_e5, clk, rst, out_s6, out_e6, result6);
	PE P7 (out_s3, out_e6, clk, rst, out_s7, out_e7, result7);
	PE P9 (out_s5, out_e8, clk, rst, out_s9, out_e9, result9);
	PE P10 (out_s6, out_e9, clk, rst, out_s10, out_e10, result10);
	PE P11 (out_s7, out_e10, clk, rst, out_s11, out_e11, result11);
	PE P13 (out_s9, out_e12, clk, rst, out_s13, out_e13, result13);
	PE P14 (out_s10, out_e13, clk, rst, out_s14, out_e14, result14);
	PE P15 (out_s11, out_e14, clk, rst, out_s15, out_e15, result15);
	always @(posedge clk or posedge rst) begin
		if(rst) begin
			done <= 0;
			count <= 0;
		end
		else begin
			if(count == 9) begin
				done <= 1;
				count <= 0;
			end
			else begin
				done <= 0;
				count <= count + 1;
			end
		end	
	end 
endmodule
```
==> job_summary.md <==
### Metrics collected by this job

| Metric | Value |
|---|---|
| Die Span Y | 118 um |
| TritonCTS Buffers | 3 |
| Post-Route WL | 427 um |
| Pleak | 0.134 nW |
| Setup slack on the worst flop-to-flop path | 480 ps |
| Crit path DRT | 1120 ps |
| Clock Power Share | 63.8% |
| Worst skew pair latency | 220 ps |
| N_diodes | 0 |
| Post-route ant nets | 0 |
| Fin. Hold Viols | 0 |
| Status | finished, final reports clean |
| CP Launch Point | done |
| Switching Fraction | 18.0% |
| DP Worst Slack | 314 ps |
| Cell type with the largest total area | dfrtp_1 |
| Maximum buffer depth of the clock tree | 2 |
| Maxcap violations | 0 |
| Worst slew pin tran | 218 ps |
| Combinational share of power | 1.5% |
| RSZ-0062 raised after global routing | false |
| WP depth | 1 |
| Synth cell types | 10 |
| Overall routing resource usage | 0.605% |
| Drc violations | 0 |
| Register share of total power | 34.7% |
| Largest net degree at the start of global routing | 6 |
| R2R depth | 3 |
| CP startpoint kind | flip-flop |
| PnR worst setup slack | 102 ps |
| DRT Pass-1 Iters | 2 |
| Setup repair bufs after CTS | 0 |
| TritonCTS clock tree | yes |
| Post-Syn Area | 196 um2 |
| Top cells by area | dfrtp_1, inv_1, mux2i_1 |
| VDD IR-drop max | 0.000150 V |
| Count of tool warnings | 281 |
| Crit Path Class | flip-flop to primary output |
| Iter 0 DRT Violations | 1 |
| Htree depth | 1 |
| Max-slew violation count | 0 |
| Hold buffer count at cts | 0 |
| CP Capture Type | primary output |
| RD Place Congestion | 0.557 |
| Setup TNS Final | 0 ps |
| Worst Skew | 0.574 ps |
| Clock Pin Slew Worst Setup and Hold Paths | 40 ps |
| Sink Count | 5 |
| Cell Rows | 35 |
| Buffers & Inverters on Critical Path | 1 |
| Die X-Extent | 118 um |
| Worst rel slew slack | 85.5% |
| Routed vias | 136 |
| Chip area | 0.0139 mm2 |
| Cell family with most CP delay | buffers and inverters |
| Critical Path AT | 1020 ps |
| Area leader share | 63.7% |
| Clock root cell | clkbuf_8 |
| I/O pin cnt | 259 |
| Mapped Avg Cell Area | 11.6 um2 |
| Crit-path max cell delay | 480 ps |
| Ys Warns | 2 |
| Starting Density | 2.12% |
| Initial antenna violation count | 0 |
| Share of cells above drive strength 1 | 17.4% |
| Sw Pwr | 0.0752 mW |
| Cycle use final | 92.7% |
| WL/cell | 2.81 um |
| Worst hold path class | primary input to async pin |
| Worst Path Max Fanout | 1 |
| Fmax achieved | 770 MHz |
| Slowest CP cell | clkdlybuf4s50_1 |
| Area growth syn-to-layout | 115% |
| P_int | 0.344 mW |
| Post-synth seq share | 63.7% |
| Capture point of the critical path | done |
| Vias per cell | 0.895 |
| Post-Synthesis Cells | 17 |
| Core ar. | 0.00928 mm2 |
| Seq cells post-synth | 5 |
| Worst flop-to-flop path endpoint | count[3] |
| Vias in the first global route | 160 |
| Final min period | 1300 ps |
| Yosys stat area | 196 um2 |
| DP HPWL | 319 um |
| Number of cells in Yosys stat | 17 |
| CP cell instances | clkdlybuf4s50_1 |
| Port bufs | 2 |
| Final Setup Violations | 0 |
| R2r startpoint | count[1] |
| PostCTS Resize Cnt | 0 |
| First-pass GRT wire length | 717 um |
| GRT Residual Overflow | 0 |
| Pwr Density | 990 mW/mm2 |
## cells in the final DEF, fill, tap and decap left out, drive strengths merged
cell	Yosys	routed
clkdlybuf4s50	0	2
nand3	1	1
inv	3	3
xnor2	1	1
nand2b	1	1
nor3	1	1
mux2i	1	1
o21ai	2	2
clkbuf	0	4
dfrtp	5	5
a22o	1	1
nand2	1	1
## per-layer routing
| metal | wire length [um] | track usage [%] | vias up | part of all wire [%] |
|---|---|---|---|---|
| li1 | - | - | 67 | - |
| met1 | 239 | 0.930 | 63 | 56 |
| met5 | 0 | 0 | - | 0 |
| met4 | 40 | 0.696 | 0 | 9.4 |
| met3 | 3 | 0.0972 | 2 | 0.70 |
| met2 | 143 | 0.594 | 4 | 33 |
## cell type report
cell class	count	area, um2
Sequential cell	5	125
Clock buffer	4	45.0
Timing Repair Buffer	2	20.0
Multi-Input combinational cell	9	60.1
Fill cell	1123	8860
Tap cell	129	161
Inverter	3	11.3
## worst min path at each step
stage | start | end | slack (ps) | cells past startpoint
final | rst | count[1] | 290 | 2
after global routing | rst | count[3] | 330 | 2
after CTS | rst | count[1] | 320 | 2
## state kept, by name (all words and copies together), names as in the netlist
name,cells
count,4
done,1
## cells by family (layout without fill, tap and decap cells)
logic type	after synthesis	count (layout)	synth area share [%]
AOI/OAI and AO/OA	3	3	9.56
buffers and inverters	3	9	5.73
DFF	5	5	63.7
muxes	1	1	5.10
xor gates and xnor gates	1	1	4.46
and+or+nand+nor	4	4	11.5
## worst reg2reg max path: stages (launching register included)
cell,delay (ps)
dfrtp_1,410
nand2_2,100
mux2i_1,70
a22o_1,230
## Yosys cell counts, drive strengths merged
library cell / instances
a22o: 1
dfrtp: 5
inv: 3
mux2i: 1
nand2: 1
nand2b: 1
nand3: 1
nor3: 1
o21ai: 2
xnor2: 1
## power by group through the flow
stage | Clock (mW) | Sequential, mW | Combinational, mW
after global routing | 0.278 | 0.145 | 0.00715
after CTS | 0.272 | 0.145 | 0.00665
final | 0.267 | 0.145 | 0.00620
## per-stage QoR
stage / instance area, um2 / total power, mW / util, % / hold WS (ps) / std cells
finish: 423 / 0.419 / 4.56 / 295 / 152
global route: 423 / 0.430 / 4.56 / 335 / 152
CTS: 423 / 0.424 / 4.56 / 315 / 152
detailed placement: 378 / 0.154 / 4.07 / 501 / 148
global placement: 378 / 0.154 / 4.07 / 490 / 148
floorplan: 196 / 0.149 / - / 58.5 / 17
No activity file was given, so power comes from the tool's default toggle rates.
