### design/flow/config.mk
export PLATFORM = sky130hd
export DESIGN_NAME = floating_multi
export DESIGN_NICKNAME = floating_multi
export VERILOG_FILES = /design/flow/design.v
export SDC_FILE = /design/flow/constraint.sdc
export NUM_CORES = 4
export LEC_CHECK = 1
export CORE_UTILIZATION = 40
### design/flow/constraint.sdc
current_design floating_multi

set clk_period 19.4
set clk_io_pct 0.2

create_clock -name clk0 -period $clk_period

set non_clock_inputs [all_inputs -no_clocks]
set_input_delay [expr $clk_period * $clk_io_pct] -clock clk0 $non_clock_inputs
set_output_delay [expr $clk_period * $clk_io_pct] -clock clk0 [all_outputs]
### design/flow/design.v
module floating_multi(
	input [15:0]A,B,
	output reg [15:0]out
);
reg [10:0]mantA,mantB;
reg [9:0]Mant;
reg [21:0]tempMant;
reg [4:0]expA,expB,tempExp,exp;
reg signA,signB,Sign;
always@ *
begin
if (A==0 || B==0) out=0;
else begin 
mantA={1'b1,A[9:0]};
mantB={1'b1,B[9:0]};
expA=A[14:10];
expB=B[14:10];
tempExp=expA+expB-15;
signA=A[15];
signB=B[15];
tempMant=mantA*mantB;
Mant=tempMant[21]?tempMant[21:11]:tempMant[19:10];
exp=tempMant[21]?tempExp+1:tempExp;
Sign=signA^signB;
out={Sign,exp,Mant};
end
end
endmodule
### design/flow/run.sh
#!/bin/bash
# OpenROAD 26Q1-2900-gdf79404cd8, Yosys 0.63+post, stock flow scripts
make -C /OpenROAD-flow-scripts/flow DESIGN_CONFIG=/design/flow/config.mk WORK_HOME=/design/flow/orfs finish
==> results_slide.txt <==
Flow Results at a Glance

Run status
  – Status: finished, final reports clean

Die
  – Top Ports: 48
  – Core area: 11,000 sq um
  – Die span in x: 109 um
  – Core Density at Floorplan: 0.416
  – Chip Area: 11,900 sq um
  – Cell Rows: 38
  – Die height: 109 um

Final layout
  – CLK BUF: 0
  – FILL cells: 1,085
  – Top cells excl fill/tap: inv_1 (122), fa_1 (80), nand2_1 (75), ha_1 (64), clkdlybuf4s50_1 (48)
  – Fraction of layout cells with a size suffix above 1: 0.0399
  – Seq_cells: 0
  – Fin cells: 716
  – Reg area: 0 sq um
  – Layout area overhead: 11.7%
  – Dominant logic cell type in the layout: inv_1

Yosys
  – YS chip area: 4590 sq um
  – Post-Syn Area: 4590 sq um
  – Syn Inst Count: 550
  – Ys cells: 550
  – Unique cell types: 53
  – Syn Area/Cell: 8.35 sq um
  – Seq share, synth: 0
  – Synth warn: 1

Drt
  – Max layer used: met4
  – Wl on met1: 4760 um
  – Drt drc: 0
  – Antenna Nets Post-Route: 0
  – Met3 WL: 377 um
  – Vias per cell: 5.09
  – DRT Wirelength: 10,400 um
  – WL per Instance: 14.5 um
  – TritonRoute pass-1 iters: 4
  – Antenna cell count: 0
  – 1st-iter DRT viols: 90
  – Via count: 3,648
  – DR WL met2: 5160 um

Timing
  – Min cycle time layout: 14.10 ns
  – Worst slew pin tran: 0.601 ns
  – Final Slew Violations: 0
  – FMAX: 0.0709 GHz
  – Final Hold Vio Count: 0
  – RSZ-0062 raised after global routing: no
  – Final setup TNS: 0 ns
  – Final period util: 0.727
  – Worst slew margin: 0.598
  – # setup viols final: 0
  – PnR worst setup slack: 5.30 ns

Pwr
  – Power after layout: 0.903 mW
  – VDD IR max: 229 uV
  – Pwr/cell area: 176 nW/um^2
  – Static Leak: 2.57 nW

Worst setup path
  – Critical Path RT: 15.52 ns
  – Critical-path maximum fanout: 18
  – CP Launch Type: input port
  – CP Capture Type: output port
  – Worst setup path class: in2out
  – Arr. time, crit path: 10.22 ns

Worst hold path
  – Worst hold stages: 4
  – Endpoint, Worst Hold: out[15]
  – Worst Hold Launch: B[15]
  – Worst hold path type: in2out

Place
  – I/O Buffers: 48
  – Place WS: 5.33 ns
  – Placer Congestion: 0.879
  – Placed Cells incl. Taps: 716
  – Hpwl dp: 9030 um

Global route
  – Gr ovfl total: 0
  – Initial antenna violation count: 0
  – Largest net degree at the start of global routing: 19
  – Overall Global Routing Usage: 0.202
  – Vias in the first global route: 3,771
  – First-pass GRT wire length: 17,900 um

Clocking
  – # Post-CTS Setup Buffers: 0
  – Hold Buf Count CTS: 0
  – # resized after CTS: 0

Flow run
  – Tool warnings: 33
  – Max_cap viols: 0
-- worst max-delay path by stage --
stage / start / to / depth (start not counted)
after CTS: B[5] / out[12] / 19
after global routing: B[5] / out[9] / 19
final: B[5] / out[12] / 19
-- kinds of logic after synthesis --
logic type	Yosys count	share of synthesized area
AND-OR/OR-AND	71	0.117
buffers and inverters	145	0.127
AND/OR/NAND/NOR	171	0.184
XOR/XNOR	18	0.0466
adder cells (fa/ha/maj)	144	0.523
multiplexers	1	0.00218
-- synthesized netlist by cell type, drive strengths merged (2+ instances only) --
cell type  instances  area share
inv              122        0.10
xor2               3      0.0098
and2              36       0.049
buf                7       0.014
a211oi             3      0.0060
xnor2             15       0.037
o21bai             2      0.0033
nor3b              3      0.0060
nand3              8      0.0087
clkbuf            16       0.013
a21oi             26       0.034
nor3               7      0.0087
a31o               2      0.0038
o21ai             10       0.011
nor4               9       0.014
nand2             75       0.061
fa                80        0.35
o21a               5      0.0084
a21o               7       0.012
a31oi              2      0.0027
o211ai             3      0.0090
a21boi             2      0.0033
nor2              24       0.020
ha                64        0.17
nand4              5      0.0068
-- cell type report --
cell class / count / area, sq um / area share
inverters: 122 / 458 / 0.0893
repair buffers: 49 / 488 / 0.0951
well taps: 140 / 175 / 0.0341
multi-input cells: 405 / 4010 / 0.781
-- worst max-delay path: stages --
cell and delay (ns):
clkdlybuf4s50_1 0.82, nand2_1 0.16, fa_1 0.54, fa_1 0.55
inv_1 0.05, fa_1 0.51, fa_1 0.55, inv_1 0.06
fa_1 0.53, inv_1 0.04, ha_1 0.39, o21a_1 0.18
nor4_2 0.05, nor3_2 0.36, a41oi_4 0.25, xnor2_4 0.47
nand3_1 0.14, a21oi_1 0.20, clkdlybuf4s50_1 0.50
-- power breakdown --
group	switching (mW)	total [mW]	internal, mW	leakage [nW]
sequential	0	0	0	0
clock	0	0	0	0
combinational	0.471	0.903	0.433	2.57
-- per-layer routing --
metal | vias to the layer above | global-route usage
li1 | 1778 | -
met1 | 1793 | 0.306
met2 | 71 | 0.327
met3 | 6 | 0.0347
met4 | 0 | 0.0135
met5 | - | 0
-- stage by stage --
step / instance area (sq um) / util / hold slack (ns)
finish: 5130 / 0.465 / 8.78
global route: 5130 / 0.465 / 8.85
CTS: 5130 / 0.465 / 8.80
detailed placement: 5130 / 0.465 / 8.79
global placement: 5130 / 0.465 / 8.80
floorplan: 4590 / - / 7.83
Power figures rest on the tool's default switching activity, not on a simulated workload.
