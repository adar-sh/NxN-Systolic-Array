$ cat ./design.v
`timescale 1ns / 1ps
module float_adder(num1, num2, result, overflow, zero, NaN, precisionLost);
  input [15:0] num1, num2;
  output [15:0] result;
  output overflow;  
  output zero;  
  output NaN;  
  output reg precisionLost;
  reg [15:0] bigNum, smallNum;  
  wire [9:0] big_fra, small_fra;  
  wire [4:0] big_ex_pre, small_ex_pre;
  wire [4:0] big_ex, small_ex;  
  wire big_sig, small_sig;  
  wire [10:0] big_float, small_float;  
  reg [10:0] sign_small_float, shifted_small_float;  
  wire [4:0] ex_diff;  
  reg [9:0] sum_shifted;  
  reg [3:0] shift_am;
  wire neg_exp;
  reg [9:0] small_extension;
  wire [9:0] sum_extension;
  wire [10:0] sum;  
  wire sum_carry;
  wire sameSign;
  wire zeroSmall;
  wire inf_num;  
  wire [4:0] res_exp_same_s, res_exp_diff_s;
  assign zero = (num1[14:0] == num2[14:0]) & (~num1[15] == num2[15]);
  assign overflow = ((&big_ex[4:1] & ~big_ex[0]) & sum_carry & sameSign) | inf_num;
  assign NaN = (&num1[14:10] & |num1[9:0]) | (&num2[14:10] & |num2[9:0]);
  assign inf_num = (&num1[14:10] & ~|num1[9:0]) | (&num2[14:10] & ~|num2[9:0]);  
  assign result[15] = big_sig;  
  assign res_exp_same_s = big_ex + {4'd0, (~zeroSmall & sum_carry & sameSign)} - {4'd0,({1'b0,result[9:0]} == sum)};
  assign res_exp_diff_s = (neg_exp | (shift_am == 4'd10)) ? 5'd0 : (~shift_am + big_ex + 5'd1);
  assign result[14:10] = ((sameSign) ? res_exp_same_s : res_exp_diff_s) | {5{overflow}};  
  assign result[9:0] = ((zeroSmall) ? big_fra : ((sameSign) ? ((sum_carry) ? sum[10:1] : sum[9:0]) : ((neg_exp) ? 10'd0 : sum_shifted))) & {10{~overflow}};
  assign {big_sig, big_ex_pre, big_fra} = bigNum;
  assign {small_sig, small_ex_pre, small_fra} = smallNum;
  assign sameSign = (big_sig == small_sig);
  assign zeroSmall = ~(|small_ex | |small_fra);
  assign big_ex = big_ex_pre + {4'd0, ~|big_ex_pre};
  assign small_ex = small_ex_pre + {4'd0, ~|small_ex_pre};
  assign big_float = {|big_ex_pre, big_fra};
  assign small_float = {|small_ex_pre, small_fra};
  assign ex_diff = big_ex - small_ex;  
  assign {sum_carry, sum} = sign_small_float + big_float;  
  assign sum_extension = small_extension;
  assign neg_exp = (big_ex < shift_am);
  always@*
    begin
      casex(sum)
        11'b1xxxxxxxxxx: shift_am = 4'd0;
        11'b01xxxxxxxxx: shift_am = 4'd1;
        11'b001xxxxxxxx: shift_am = 4'd2;
        11'b0001xxxxxxx: shift_am = 4'd3;
        11'b00001xxxxxx: shift_am = 4'd4;
        11'b000001xxxxx: shift_am = 4'd5;
        11'b0000001xxxx: shift_am = 4'd6;
        11'b00000001xxx: shift_am = 4'd7;
        11'b000000001xx: shift_am = 4'd8;
        11'b0000000001x: shift_am = 4'd9;
        default: shift_am = 4'd10;
      endcase
    end
  always@* 
    begin
      case (shift_am)
        4'd0: sum_shifted =  sum[9:0];
        4'd1: sum_shifted = {sum[8:0],sum_extension[9]};
        4'd2: sum_shifted = {sum[7:0],sum_extension[9:8]};
        4'd3: sum_shifted = {sum[6:0],sum_extension[9:7]};
        4'd4: sum_shifted = {sum[5:0],sum_extension[9:6]};
        4'd5: sum_shifted = {sum[4:0],sum_extension[9:5]};
        4'd6: sum_shifted = {sum[3:0],sum_extension[9:4]};
        4'd7: sum_shifted = {sum[2:0],sum_extension[9:3]};
        4'd8: sum_shifted = {sum[1:0],sum_extension[9:2]};
        4'd9: sum_shifted = {sum[0],  sum_extension[9:1]};
        default: sum_shifted = sum_extension;
      endcase
      case (shift_am)
        4'd0: precisionLost = |sum_extension;
        4'd1: precisionLost = |sum_extension[8:0];
        4'd2: precisionLost = |sum_extension[7:0];
        4'd3: precisionLost = |sum_extension[6:0];
        4'd4: precisionLost = |sum_extension[5:0];
        4'd5: precisionLost = |sum_extension[4:0];
        4'd6: precisionLost = |sum_extension[3:0];
        4'd7: precisionLost = |sum_extension[2:0];
        4'd8: precisionLost = |sum_extension[1:0];
        4'd9: precisionLost = |sum_extension[0];
        default: precisionLost = 1'b0;
      endcase
    end
  always@* 
    begin
      case (ex_diff)
        5'h0: {shifted_small_float,small_extension} = {small_float,10'd0};
        5'h1: {shifted_small_float,small_extension} = {small_float,9'd0};
        5'h2: {shifted_small_float,small_extension} = {small_float,8'd0};
        5'h3: {shifted_small_float,small_extension} = {small_float,7'd0};
        5'h4: {shifted_small_float,small_extension} = {small_float,6'd0};
        5'h5: {shifted_small_float,small_extension} = {small_float,5'd0};
        5'h6: {shifted_small_float,small_extension} = {small_float,4'd0};
        5'h7: {shifted_small_float,small_extension} = {small_float,3'd0};
        5'h8: {shifted_small_float,small_extension} = {small_float,2'd0};
        5'h9: {shifted_small_float,small_extension} = {small_float,1'd0};
        5'ha: {shifted_small_float,small_extension} = small_float;
        5'hb: {shifted_small_float,small_extension} = small_float[10:1];
        5'hc: {shifted_small_float,small_extension} = small_float[10:2];
        5'hd: {shifted_small_float,small_extension} = small_float[10:3];
        5'he: {shifted_small_float,small_extension} = small_float[10:4];
        5'hf: {shifted_small_float,small_extension} = small_float[10:5];
        5'h10: {shifted_small_float,small_extension} = small_float[10:5];
        5'h11: {shifted_small_float,small_extension} = small_float[10:6];
        5'h12: {shifted_small_float,small_extension} = small_float[10:7];
        5'h13: {shifted_small_float,small_extension} = small_float[10:8];
        5'h14: {shifted_small_float,small_extension} = small_float[10:9];
        5'h15: {shifted_small_float,small_extension} = small_float[10];
        5'h16: {shifted_small_float,small_extension} = 0;
      endcase
    end
  always@*  
    begin
      if(sameSign)
        begin
          sign_small_float = shifted_small_float;
        end
      else
        begin
          sign_small_float = ~shifted_small_float + 11'b1;
        end
    end
  always@*  
    begin
      if(num2[14:10] > num1[14:10])
        begin
          bigNum = num2;
          smallNum = num1;
        end
      else if(num2[14:10] == num1[14:10])
        begin
          if(num2[9:0] > num1[9:0])
            begin
              bigNum = num2;
              smallNum = num1;
            end
          else
            begin
              bigNum = num1;
              smallNum = num2;
            end
        end
      else
        begin
          bigNum = num1;
          smallNum = num2;
        end
    end
endmodule
$ cat ./config.mk
export PLATFORM = sky130hd
export DESIGN_NAME = float_adder
export DESIGN_NICKNAME = float_adder
export VERILOG_FILES = /design/flow/design.v
export SDC_FILE = /design/flow/constraint.sdc
export NUM_CORES = 4
export LEC_CHECK = 1
export CORE_UTILIZATION = 30
$ cat ./run.sh
#!/bin/bash
# OpenROAD 26Q1-2900-gdf79404cd8, Yosys 0.63+post, stock flow scripts
make -C /OpenROAD-flow-scripts/flow DESIGN_CONFIG=/design/flow/config.mk WORK_HOME=/design/flow/orfs finish
$ cat ./constraint.sdc
current_design float_adder

set clk_period 20.0
set clk_io_pct 0.2

create_clock -name clk0 -period $clk_period

set non_clock_inputs [all_inputs -no_clocks]
set_input_delay [expr $clk_period * $clk_io_pct] -clock clk0 $non_clock_inputs
set_output_delay [expr $clk_period * $clk_io_pct] -clock clk0 [all_outputs]
==> commit_impl_results.txt <==
Refresh implementation metrics

- The floorplan step defined a core boundary enclosing 0.02043 mm^2.
* Finished Core Util: 0.3482
- Cell Rows: ~52
* Hold_buf cts: 0
* Kind of end point of the critical path: output port
* Required time of the critical path: between 15 and 20 ns
- In this build the clock could be raised as far as 57.01 MHz.
* Wire length of the first global-routing pass: between 40000 and 50000 um
* Final instance area: 0.007113 mm^2
- Count of tool warnings: 33
* Time the worst path needs with I/O delays and setup: roughly 18 ns
* Cts repair resizes: 0
- Maximum number of pins on one net before global-route repair: 48
- Residual DRC count: 0
- Of the total power, registers draw 0.039.
- The critical path in the final layout is reported with a setup slack of approximately 2.5 ns.
* Post-Synthesis Cell Area: between 0.006 and 0.007 mm^2
- Setup violations remaining at the end of the flow were counted as 0.
- The first TritonRoute pass finished after 5 iterations.
- Final count of hold timing violations: 0
* Peak per-stage delay on the critical path: between 0.7 and 0.8 ns
- The die is about 150 um tall.
- In the synthesized netlist the async set-or-reset flop fraction comes to 0.
- Dividing the final minimum period by the clock period gives 0.8771.
* RSZ-0062 raised after global routing: false
* Total detailed-routing wirelength: ~25000 um
- Worst setup slack after placement: approximately 2.5 ns
- Number of register pins that no clock reaches: 21
- Checking hold timing, the worst path is listed with class in -> out.
- The routed layout has between 7000 and 8000 vias.
- Pre-placement core utilization: 0.3088
- Number of library cell types mapped by synthesis: 92
- The detailed router finished its first iteration with a little under 900 violations.
- After synthesis the netlist holds a flip-flop and latch count of 21.
- Startpoint-to-endpoint class of the critical path: in -> out
- Yosys cell count: 943
- The power report attributes to the combinational group a share of 0.961.
- Leakage power: roughly 2.8 nW
- The worst VDD IR drop from the latest analysis is between 0.07 and 0.08 mV.
- 21 endpoints have no timing constraint.
* Die X: 147.0 um
* Cell repeated most along the worst path: sky130_fd_sc_hd__ha_1
- Main synth FF type: sky130_fd_sc_hd__dlxtn_1
* Final tally of max-slew violations: 0
- Antenna diode count: 0
- Looking at the max-slew report, the worst-margin pin has a slew of just over 0.9 ns.
- Standard cell area after detailed placement: ~0.0071 mm^2
- Layout-stage area growth over the synthesis result: 12.75%
- The OpenROAD report gives the critical path a data arrival time of 13.54 ns.
* Relative max-transition margin: 0.3741
* Final ANT Viol Nets: 0
- Overall track demand over capacity in global routing: 0.2357
- Initial antenna violation count: 0
- Pwr dens: around 200 mW/mm^2
- Die Outline Area: around 0.022 mm^2
- Net load switching power: between 0.8 and 0.9 mW
- Part of the power in the clock network: 0
- The wire-length estimate of the detail-placed layout is 18990 um.
- Summed negative setup slack over all endpoints: 0 ns
- Synth warn: 1
- Source of the worst hold timing path: num1[15]
- For reference, the post-synthesis area per instance comes to about 6.7 um^2.
- According to the I/O placement log, the pin count is between 50 and 60.
- Post-CTS setup buffer count: 0
- Number of maximum-capacitance constraint violations: 0
- After layout, the design draws a total of between 1 and 1.5 mW.
* Post-synth EDFFs: 0
- Via count of the first global-routing pass: around 7000
* Fraction of final layout cells sized beyond drive strength 1: 0.08004
* CP top delay family: AND-OR/OR-AND gates
- Chip area estimate from yosys synthesis: between 0.006 and 0.007 mm^2
- Switching power as a fraction of the total was reported as 0.6126.
* Slowest cell on crit path: sky130_fd_sc_hd__and3_1
- Per the post-synthesis report, the number of cells in the design is roughly 940.
- Crit path launch: num1[9]
* Gp weighted congestion: 1.017
- Worst path buffer plus inverter count: 7
* Result of the run: complete, no violations
* Wire per inst: 20.60 um
- Internal power comes to around 0.56 mW.
* Grt ovf: 0
- The worst setup path is launched from a primary input.
- STA lists the maximum fanout along the critical path as approximately 47.
- Using the TritonRoute via totals, the vias-per-cell ratio works out to 6.262.
* # port buffers: 52
-- synth_stat cells (5+ instances only) --
cell type | n | share of area
sky130_fd_sc_hd__nand2_1 | 102 | 0.061
sky130_fd_sc_hd__nor2_1 | 94 | 0.056
sky130_fd_sc_hd__a21oi_1 | 63 | 0.050
sky130_fd_sc_hd__o22ai_1 | 55 | 0.055
sky130_fd_sc_hd__inv_1 | 50 | 0.030
sky130_fd_sc_hd__ha_1 | 45 | 0.089
sky130_fd_sc_hd__o21ai_0 | 43 | 0.034
sky130_fd_sc_hd__clkbuf_1 | 40 | 0.024
sky130_fd_sc_hd__nand3_1 | 38 | 0.030
sky130_fd_sc_hd__mux2i_1 | 34 | 0.054
sky130_fd_sc_hd__nor3_1 | 29 | 0.023
sky130_fd_sc_hd__xnor2_1 | 24 | 0.033
sky130_fd_sc_hd__dlxtn_1 | 21 | 0.050
sky130_fd_sc_hd__a31oi_1 | 17 | 0.017
sky130_fd_sc_hd__xor2_1 | 17 | 0.024
sky130_fd_sc_hd__buf_2 | 16 | 0.013
sky130_fd_sc_hd__o211ai_1 | 13 | 0.015
sky130_fd_sc_hd__a21o_1 | 12 | 0.014
sky130_fd_sc_hd__nand2b_1 | 12 | 0.012
sky130_fd_sc_hd__o221ai_1 | 12 | 0.017
sky130_fd_sc_hd__mux2_2 | 10 | 0.018
sky130_fd_sc_hd__a211oi_1 | 9 | 0.011
sky130_fd_sc_hd__nand4_1 | 9 | 0.0089
sky130_fd_sc_hd__nor4_1 | 9 | 0.0089
sky130_fd_sc_hd__a221oi_1 | 7 | 0.0097
sky130_fd_sc_hd__o2111ai_1 | 7 | 0.0097
sky130_fd_sc_hd__o21a_1 | 7 | 0.0083
sky130_fd_sc_hd__a22oi_1 | 6 | 0.0071
sky130_fd_sc_hd__o21ai_1 | 6 | 0.0048
sky130_fd_sc_hd__or3_1 | 6 | 0.0060
sky130_fd_sc_hd__a2111oi_0 | 5 | 0.0069
sky130_fd_sc_hd__a221o_1 | 5 | 0.0079
sky130_fd_sc_hd__and3_1 | 5 | 0.0050
sky130_fd_sc_hd__buf_4 | 5 | 0.0060
sky130_fd_sc_hd__o31a_1 | 5 | 0.0069
-- metal layers --
layer  share of wire  GRT usage
met5               0          0
met4           0.042    0.08814
met3           0.096    0.02536
met2            0.43     0.3557
met1            0.43     0.3458
-- through the flow --
step                      instances  hold slack (ns)
after floorplan                 943            8.099
after global placement         1232            9.148
after detailed placement       1232            9.142
after CTS                      1232            9.144
after global routing           1232            9.160
final                          1232            9.134
-- logic make-up (layout without fill, tap and decap cells) --
family	after synthesis	in the layout	synth area share
multiplexers	46	46	0.07775
AND/OR/NAND/NOR	328	328	0.2416
XOR/XNOR	44	44	0.06644
buffers and inverters	120	139	0.08231
adder cells (fa/ha/maj)	49	49	0.1019
latches	21	21	0.04998
AND-OR/OR-AND	335	335	0.3800
-- placed cells by master (no fill, tap or decap), types with 6 or more instances in the layout --
master                            Yosys  final
sky130_fd_sc_hd__a211oi_1             9      9
sky130_fd_sc_hd__a21o_1              12     12
sky130_fd_sc_hd__a21oi_1             63     63
sky130_fd_sc_hd__a221oi_1             7      7
sky130_fd_sc_hd__a22oi_1              6      6
sky130_fd_sc_hd__a31oi_1             17     17
sky130_fd_sc_hd__buf_4                5     35
sky130_fd_sc_hd__clkdlybuf4s50_1      0     52
sky130_fd_sc_hd__dlxtn_1             21     21
sky130_fd_sc_hd__ha_1                45     45
sky130_fd_sc_hd__inv_1               50     50
sky130_fd_sc_hd__mux2_2              10     10
sky130_fd_sc_hd__mux2i_1             34     34
sky130_fd_sc_hd__nand2_1            102    102
sky130_fd_sc_hd__nand2b_1            12     12
sky130_fd_sc_hd__nand3_1             38     38
sky130_fd_sc_hd__nand4_1              9      9
sky130_fd_sc_hd__nor2_1              94     94
sky130_fd_sc_hd__nor3_1              29     29
sky130_fd_sc_hd__nor4_1               9      9
sky130_fd_sc_hd__o2111ai_1            7      7
sky130_fd_sc_hd__o211ai_1            13     13
sky130_fd_sc_hd__o21a_1               7      7
sky130_fd_sc_hd__o21ai_0             43     43
sky130_fd_sc_hd__o21ai_1              6      6
sky130_fd_sc_hd__o221ai_1            12     12
sky130_fd_sc_hd__o22ai_1             55     55
sky130_fd_sc_hd__or3_1                6      6
sky130_fd_sc_hd__xnor2_1             24     24
sky130_fd_sc_hd__xor2_1              17     17
-- worst paths after layout --
kind | end | slack, ns | cells past startpoint
max | result[14] | 2.46 | 35
min | result[15] | 9.13 | 3
-- sequential cells by signal, summed over array words and instances (netlist names) --
| signal | flops |
|---|---|
| small_extension | 10 |
| shifted_small_float | 11 |
-- power groups by stage --
stage | Sequential [mW] | Combinational [mW] | Clock [mW]
CTS | 0.0558 | 1.36 | 0
global route | 0.0584 | 1.50 | 0
finish | 0.0573 | 1.40 | 0
-- worst min-delay path: cells and delay by family --
kind	cells	cell delay, ns
multiplexers	1	0.16
buffers and inverters	2	0.97
-- cell type report --
| type | count | area (um^2) |
|---|---|---|
| fill | 2218 | 13320 |
| multi-input combinational | 802 | 5482 |
| timing repair buffer | 87 | 783.3 |
| tap | 270 | 337.8 |
| sequential | 21 | 315.3 |
| inverter | 52 | 195.2 |
Power figures rest on the tool's default switching activity, not on a simulated workload.
